[flow/run.sh]
#!/bin/bash
# OpenROAD 26Q1-2900-gdf79404cd8, Yosys 0.63+post, stock flow scripts
make -C /OpenROAD-flow-scripts/flow DESIGN_CONFIG=/design/flow/config.mk WORK_HOME=/design/flow/orfs finish
[flow/config.mk]
export PLATFORM = sky130hd
export DESIGN_NAME = ram
export DESIGN_NICKNAME = ram
export VERILOG_FILES = /design/flow/design.v
export SDC_FILE = /design/flow/constraint.sdc
export NUM_CORES = 4
export LEC_CHECK = 1
export CORE_UTILIZATION = 40
[flow/constraint.sdc]
current_design ram

set clk_period 4.1
set clk_io_pct 0.2

create_clock -name clk0 -period $clk_period [get_ports {clk}]

set non_clock_inputs [all_inputs -no_clocks]
set_input_delay [expr $clk_period * $clk_io_pct] -clock clk0 $non_clock_inputs
set_output_delay [expr $clk_period * $clk_io_pct] -clock clk0 [all_outputs]
[flow/design.v]
`timescale 1ns / 1ps
module ram(input logic clk, writeE,reset,input logic [3:0] adr,input logic [7:0] din,output logic [7:0] dout);
logic [7:0] tmp [15:0];
always_ff @(posedge clk)
    if (reset) 
    begin
        tmp[0] <= 0;
        tmp[1] <= 1;
        tmp[2] <= 2;
        tmp[3] <= 3;
        tmp[4] <= 4;
        tmp[5] <= 5;
        tmp[6] <= 6;
        tmp[7] <= 7;
        tmp[8] <= 8;
        tmp[9] <= 9;
        tmp[10] <= 10;
        tmp[11] <= 11;
        tmp[12] <= 12;
        tmp[13] <= 13;
        tmp[14] <= 14;
        tmp[15] <= 15;
    end
    else if (writeE) tmp[adr] <= din;
assign dout = tmp[adr];
endmodule
==> reports/results.ini <==
[sta]
relSlewSlack_pct = 54.1
slew_viol_final = 0
fin_setup_tns_ns = 0
tightestPinTransition_ns = 0.689
hold_viol_final = 0
fin_crit_sh_pct = 88.5
rsz0062_at_grt = false
period_needed_ns = 3.63
fmax_mhz = 275
setup_viol = 0

[setup_path]
crit_family = buffers and inverters
path_cells = buf_2, buf_4, buf_4, mux4_2, a22oi_1, nand2_1, clkdlybuf4s50_1
worstSetupPathType = input port to primary output
required_ns = 3.28
cp-end-kind = primary output
worst_setup_path_start_kind = input port
crit_buf_inv = 4
crit_slowest_cell = mux4_2
critical-path-max-stage-delay_ns = 0.50
cp_max_fo = 11
crit_arrival_ns = 2.81
cp_common_cell = buf_4

[synth]
yosys_warnings = 1
synthCells = 383
yosysSeqAreaShare_pct = 64.9
synth_flops = 128
ys_area_um2 = 5930
netlist_area_um2 = 5930
postSynthAreaPerCell_um2 = 15.5
synth_top_area_share_pct = 64.9
top_area_cell = edfxtp_1
yosys_cells = 383
area_leaders = edfxtp_1 65%, mux4_2 12%, and2_1 10%
synth_cell_type_count = 24

[floorplanning]
ios = 23
coreArea_um2 = 14500
std_cell_rows = 44
initCoreUtil_pct = 40.9
die_area_um2 = 15300
die_height_um = 124
die_w_um = 124

[power]
p_total_mw = 3.31
leakage_nw = 2.36
p_sw_uw = 667
comb_power_share_pct = 7.3
p_int_mw = 2.64
powerDensity_nw_per_um2 = 475
power_frac_seq_pct = 46.5
pwr-share-clk_pct = 46.3
ir_drop_mv = 0.274
sw_frac_of_total_pct = 20.2

[detailed_routing]
drc = 0
routed_wl_um = 13000
dr.pass1.iters = 16
ant_nets = 0
num_vias = 3273
viasPerCell = 5.40
top_layer = met4
num_antenna_cells = 0
wl_met2_um = 6040
wl_met3_um = 1590
drt-initial-drc-count = 108
wl_met1_um = 5180
wl_per_cell_um = 21.4

[global_routing]
grt_pass1_vias = 3477
grt_overflow = 0
grtUsageTotal_pct = 20.4
antenna_found_initial = 0
grt_max_degree = 26
grt_first_pass_wirelength_um = 20300

[clock_network]
cts_tree = done
htreeDepth = 4
cts_made_buffers = 17
post_cts_buffers = 0
cts_hold_buf = 0
clock-sinks = 128
cts_resized = 0
cts_root_buf = clkbuf_16
clk_pin_slew_ns = 0.05
cts_buffer_depth = 2

[layout]
reg_top3 = tmp (128)
most-common-layout-cells = 128 x edfxtp_1, 97 x and2_1, 32 x mux4_2
utilization_pct = 48.0
largest_register_ff_count = 128
lay_top_count = edfxtp_1
regMostFlops = tmp
drive_gt1_share_pct = 22.7
syn_to_final_growth_pct = 17.4
stdcell_count = 606

[flow_run]
drv_cap = 0
tool_warnings = 25

[placement]
place_congestion = 0.843
hpwl_um = 8780
io_buffers = 22
placed_cells = 574

[worst_hold_path]
holdPathStages = 3
hold_path.class = input port to flop
hold_end = tmp[0][0]
hp-start = adr[0]

[status]
status = complete, no violations

[cells by family (layout without fill, tap and decap cells)]
| kind of cell | Yosys count | count (layout) | synth area share (%) |
|---|---|---|---|
| AOI/OAI and AO/OA | 16 | 16 | 2.03 |
| buffers and inverters | 28 | 67 | 2.34 |
| DFF | 128 | 128 | 64.9 |
| muxes | 32 | 32 | 12.2 |
| and+or+nand+nor | 179 | 179 | 18.6 |
[power by group through the flow]
stage	clock network, mW	logic, mW	registers, mW
finish	1.53	0.240	1.54
global route	1.61	0.261	1.54
CTS	1.55	0.243	1.54
[cell type report]
class                      count  area (um2)
fill                        1168        7520
sequential                   128        3840
multi-input combinational    227        1940
clock buffer                  21         440
timing repair buffer          35         333
tap                          184         230
clock inverter                11         164
[worst max path at each step]
| stage | startpoint | end | slack (ns) | cells after the start |
|---|---|---|---|---|
| 4_1_cts | adr[0] | dout[0] | 0.41 | 7 |
| 5_1_grt | adr[0] | dout[0] | 0.30 | 7 |
| 6_report | adr[0] | dout[0] | 0.47 | 7 |
[through the flow]
stage | cell area (um2) | hold slack (ns) | setup slack [ns]
6_report | 6950 | 1.28 | 0.470
5_1_grt | 6950 | 1.33 | 0.296
4_1_cts | 6950 | 1.29 | 0.412
3_5_place_dp | 6350 | 1.71 | 0.440
3_3_place_gp | 6350 | 1.71 | 0.447
2_1_floorplan | 5930 | 0.999 | 1.42
[routing by layer]
metal	track usage, %	vias up
met5	1.04	-
met2	29.0	148
li1	-	1498
met1	30.4	1615
met4	1.96	0
met3	12.0	12
[synthesized netlist by cell type]
cell type / instances
or4b_1: 1
nor2_1: 10
buf_6: 3
buf_4: 1
mux4_2: 32
nor3_2: 1
or3_1: 28
nor2b_1: 2
nor2_2: 3
clkbuf_1: 16
nor3_4: 1
buf_2: 6
nand2b_1: 6
or2_1: 1
nand4b_1: 1
or2_2: 15
a22oi_1: 16
nor3_1: 2
nand2_1: 8
edfxtp_1: 128
buf_1: 2
nand2_2: 1
nand4bb_1: 2
and2_1: 97
No activity file was given, so power comes from the tool's default toggle rates.
