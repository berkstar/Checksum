==> flow/design.v <==
`timescale 1ns / 1ps
module counter(input logic clk,countEnable,clear,output logic [15:0] count);
always_ff @(posedge clk)
    if  (clear) count <= 16'd0;
    else if (countEnable) count <= count + 1;
endmodule
==> flow/run.sh <==
#!/bin/bash
# OpenROAD 26Q1-2900-gdf79404cd8, Yosys 0.63+post, stock flow scripts
make -C /OpenROAD-flow-scripts/flow DESIGN_CONFIG=/design/flow/config.mk WORK_HOME=/design/flow/orfs finish
==> flow/config.mk <==
export PLATFORM = sky130hd
export DESIGN_NAME = counter
export DESIGN_NICKNAME = counter
export VERILOG_FILES = /design/flow/design.v
export SDC_FILE = /design/flow/constraint.sdc
export NUM_CORES = 4
export LEC_CHECK = 1
export CORE_AREA = 10 10 76 76
export DIE_AREA = 0 0 86 86
==> flow/constraint.sdc <==
current_design counter

set clk_period 2.4
set clk_io_pct 0.2

create_clock -name clk0 -period $clk_period [get_ports {clk}]

set non_clock_inputs [all_inputs -no_clocks]
set_input_delay [expr $clk_period * $clk_io_pct] -clock clk0 $non_clock_inputs
set_output_delay [expr $clk_period * $clk_io_pct] -clock clk0 [all_outputs]
==> summary.txt <==
flow finished, numbers: vias per cell 4.02, CTS resizes 0, Max Slew Vio Count 0, final WL 1760 µm, Remaining DRCs 0, first-pass GRT wire length 2900 µm, yosys synthesis chip area 757 µm², total grt overflow 0, max reg flops 16, CP endpoint kind register, FP Rows 23, final antenna-violating net count 0, Pleak 0.351 nW, ao+oa area frac 4.96%, Post-Synthesis Mean Instance Area 9.12 µm², Top non-seq family simple AND/OR/NAND/NOR gates, Die Height ~86 µm, register area 320 µm², Slew headroom 74.8%, placeable core region between 4000 and 5000 µm², Mapped Cells 83, PortBufs 18, Area leader share 42.3%, DRT iter0 DRCs 27, crit path max fanout 8, Final HPWL DP around 1300 µm, combinational gate area 418 µm², Worst VDD drop 0.308 mV, Least-Margin Pin Slew 0.377 ns, Die W 86 µm, most flop-heavy register count, CTS Sinks 16, largest net degree at the start of global routing 12, Startpoint Class input port, final count of hold timing violations 0, H-tree depth 1, setup TNS 0 ns, critical path data required time 2.57 ns, Post-Place Worst Slack 0.149 ns, leading area contributor after synthesis dfxtp_1, All-Layer GR Usage 4.74%, Routability Congestion 0.742, layout cells sized above 1 11.8%, Final period util a little over four fifths, mux share 4.30%, Clk Latency, worst-skew pair 0.24 ns, ys async rst share 0%, Die Area 7400 µm², CTS Hold Buffers Added 0, RSZ-0062 raised after global routing no, minimum clock period 2.00 ns, hold wc startpoint count[13], f_max 500 MHz, Worst Path Arrival 2.18 ns, skew final 0.00129 ns, fa+ha+maj area frac between 1.5 and 2%, DRT Pass-1 Iters 4, top cells by count, synth dfxtp_1 (16), nor2_1 (16), nand2_1 (6), xnor2_1 (6), xor2_1 (4), # diodes 0, biggest regs count x16, vias in the first global route 578, I/O pins 19, P&R area growth vs syn 37.0%, Setup CP Type input port to register, fillcell total approximately 430, worst r2r src count[5], max-cap viol count 0, Synth Register Bits 16, xor+xnor area frac 11.6%, Final Worst Setup Slack 0.398 ns, Dominant Register Cell dfxtp_1, worst min path class register to register, Avg WL per Cell 11.6 µm, Yosys warnings 1, initial antenna violation count 0, fp util ~18%, total CTS buffers 3, Synth Seq Share between 40% and 50%, Setup Buffers After CTS 0, cell count in the Yosys report between 80 and 90, Setup-failing EPs final 0, Synth cell types 28, pwr/cell area 481 nW/µm², Tool Warnings 25, Critical Path Start countEnable, maximum clock insertion buffer count 2, routed vias 611, Root Driver clkbuf_8, TritonCTS clock tree yes, number of enable flip-flop cells 0, post-synthesis simple-gate area fraction 32.7%, Clock transition at path regs roughly 0.060 ns, Main area contributors dfxtp_1 (42%), nor2_1 (7.9%), xnor2_1 (6.9%), status complete, no violations, Mapped Area 757 µm²
cells in the final DEF (no fill, tap or decap), drive strengths merged:
master,n
nand2,6
mux2,2
clkdlybuf4s50,18
a21oi,3
nand4,3
nand2b,1
xnor2,6
o21ai,1
and3,1
xor2,4
nor4,4
nor4b,1
nor2,16
inv,2
a31o,1
nor3,3
o41ai,1
or3,1
ha,1
nand3,3
buf,1
or2,1
nor2b,1
mux2i,1
or3b,1
dfxtp,16
clkbuf,3
stage by stage:
| stage | power [W] | hold slack, ns | area [µm²] | std cells | utilization, % |
|---|---|---|---|---|---|
| 2_1_floorplan | 0.000292 | 0.447 | 757 | 83 | - |
| 3_3_place_gp | 0.000307 | 0.492 | 996 | 149 | 24.2 |
| 3_5_place_dp | 0.000308 | 0.502 | 996 | 149 | 24.2 |
| 4_1_cts | 0.000506 | 0.524 | 1040 | 152 | 25.2 |
| 5_1_grt | 0.000520 | 0.564 | 1040 | 152 | 25.2 |
| 6_report | 0.000499 | 0.529 | 1040 | 152 | 25.2 |
cell type report:
type / count / area share, %
Timing Repair Buffer: 19 / 18.1
Tap cell: 50 / 6.03
Inverter: 2 / 0.724
Sequential cell: 16 / 30.9
Clock buffer: 3 / 3.98
Multi-Input combinational cell: 62 / 40.3
cell families (layout without fill, tap and decap cells):
family,after synthesis,in the layout
simple gates,42,42
flops,16,16
xor+xnor,10,10
compound gates,6,6
buf+inv,5,24
mux,3,3
fa+ha+maj,1,1
layer usage:
metal / share of wire, % / vias to the layer above / GRT usage (%)
met5: 0 / - / 0
met4: 0 / 0 / 0.150
met3: 7.5 / 0 / 2.29
met2: 39 / 19 / 6.22
met1: 54 / 265 / 7.12
li1: - / 327 / -
worst max-delay path, cell delays in order:
cell	delay [ns]
clkdlybuf4s50_1	0.64
nand4_4	0.22
nor4_4	0.32
or3b_1	0.37
a21oi_1	0.14
where the power goes:
part / internal (W) / switching [W]
logic: 0.0000151 / 0.0000114
registers: 0.000269 / 0.00000576
clock network: 0.000111 / 0.0000863
final timing paths:
path                            slack (ns)  cells after the start        end
worst min-delay path                  0.53                      2  count[13]
worst max register to register        0.59                      4  count[14]
worst max-delay path                  0.40                      5  count[13]
worst min register to register        0.53                      2  count[13]
Power and IR drop assume default switching activity.
